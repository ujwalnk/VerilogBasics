==> flow/design.v <==
`timescale 1ns / 1ps
module memoryBlock(out, in, address, chipSelect, readEn, writeEn, clk);
    output reg [7:0] out;
    input [7:0]in;
    input chipSelect, readEn, writeEn, clk; 
    input address;
    reg [1023:0] data[7:0];
    always @(posedge clk)
    begin
        if(chipSelect)
        begin
            if(readEn && !writeEn)
                 out <= data[address];
            if(!readEn && writeEn)
                 data[address] <= in;
        end
        else
            out = 8'bz;
    end
endmodule
==> flow/run.sh <==
#!/bin/bash
# OpenROAD 26Q1-2900-gdf79404cd8, Yosys 0.63+post, stock flow scripts
make -C /OpenROAD-flow-scripts/flow DESIGN_CONFIG=/design/flow/config.mk WORK_HOME=/design/flow/orfs finish
==> flow/config.mk <==
export PLATFORM = sky130hd
export DESIGN_NAME = memoryBlock
export DESIGN_NICKNAME = memoryBlock
export VERILOG_FILES = /design/flow/design.v
export SDC_FILE = /design/flow/constraint.sdc
export NUM_CORES = 4
export LEC_CHECK = 1
export CORE_AREA = 10 10 102 102
export DIE_AREA = 0 0 112 112
export SYNTH_MEMORY_MAX_BITS = 65536
==> flow/constraint.sdc <==
current_design memoryBlock

set clk_period 2.1
set clk_io_pct 0.2

create_clock -name clk0 -period $clk_period [get_ports {clk}]

set non_clock_inputs [all_inputs -no_clocks]
set_input_delay [expr $clk_period * $clk_io_pct] -clock clk0 $non_clock_inputs
set_output_delay [expr $clk_period * $clk_io_pct] -clock clk0 [all_outputs]
==> results_dict.tcl <==
# metrics dict for downstream scripts
set metrics [dict create \
    status "complete, no violations" \
    ys_seq_share_pct 81.6 \
    tightest_slew_ns 0.234 \
    synth_stat.cells 37 \
    synthTopLogicFamily "multiplexers" \
    postCtsResizedCells 0 \
    layout.core_utilization_pct 15.3 \
    synthDominantAreaCellType "sky130_fd_sc_hd__edfxtp_1" \
    ir_drop_v 0.000188 \
    area.sequential_um2 721 \
    clock_latency_late_sink_ns 0.25 \
    avgViaCountPerCell 2.36 \
    placement_rows 33 \
    timing.final.setup_violations 0 \
    period_minus_slack_ns 1.46 \
    drtPass1Iterations 2 \
    grt_first_pass_wirelength_mm 2.10 \
    drt_first_iter_violations 10 \
    hold-path-cell-count 1 \
    vias 391 \
    fin_worst_skew_ns 0.00130 \
    yosys.stat.chipArea_um2 883 \
    post_synth_mux_area_share_pct 13.6 \
    edff_count_synth 24 \
    synth.lib_cells_used.distinct 7 \
    fin_crit_sh_pct 69.4 \
    power_density_mw_per_mm2 694 \
    grt-ovfl-total 0 \
    drt_wl_total_mm 1.34 \
    timing.critical_path.max_delay_family "buffers and inverters" \
    main_area_contributors "sky130_fd_sc_hd__edfxtp_1, sky130_fd_sc_hd__mux2_4, sky130_fd_sc_hd__and4bb_2, sky130_fd_sc_hd__buf_6, sky130_fd_sc_hd__and4_2" \
    hold_path.class "flip-flop to flip-flop" \
    synth.cells.most_frequent "sky130_fd_sc_hd__edfxtp_1, sky130_fd_sc_hd__mux2_4" \
    post_route_cells_drive_above_1_share_pct 24.6 \
    critPathLaunchType "flip-flop" \
    worstSetupPathType "flip-flop to output port" \
    synth.cellmix.simpleShare_pct 2.55 \
    async_flop_share_pct 0 \
    num-fill-cells 889 \
    crit_path_max_incr_delay_ns 0.46 \
    critical_path.endpoint_type "output port" \
    cts_setup_buffers 0 \
    post-synth-top-area-fraction_pct 81.6 \
    ys_dominant_reg_cell "sky130_fd_sc_hd__edfxtp_1" \
    ff_latch_count_synth 24 \
    crit_arrival_ns 1.04 \
    drcViolationCount 0 \
    die_h_um 112 \
    die_ar_mm2 0.0125 \
    core_footprint_mm2 0.00822 \
    cts_root_buffer "sky130_fd_sc_hd__clkbuf_8" \
    routed_wl_per_cell_um 8.07 \
    finalSetupTns_ns 0 \
    top_level_ports 21 \
    clock_tree.htree_level_count 1 \
    place.port_buffers 20 \
    postRouteAntennaNets 0 \
    clk_transition_reported_paths_ns 0.07 \
    max_cap_viol_count 0 \
    crit_path_max_fanout 1 \
    postSynthAreaPerCell_um2 23.9 \
    syn-instance-count 37 \
    xor_share_pct 0 \
    gp_congestion 0.697 \
    slowest_stage "sky130_fd_sc_hd__clkdlybuf4s50_1" \
    die_x_um 112 \
    cts_buffer_depth 2 \
    warnings 25 \
    rsz0062_at_grt "no" \
    timing.slew.headroom_pct 84.4 \
    reg2reg_from "data[0][4]" \
    yosys.area_share.aoi_pct 0.567 \
    comb_area_um2 148 \
    number_of_antenna_violations_at_the_first_check_in_global_routing 0 \
    max_freq_ghz 0.686 \
    floorplanUtilization_pct 10.8 \
    grt_max_degree 13 \
    synthAdderAreaFrac_pct 0 \
    cp_cell_sequence "clkdlybuf4s50_1" \
    synthesis.area_um2 883 \
    globalRouteTotalUtil_pct 2.07 \
    timing.critical_path.required_ns 1.68 \
    antenna_cells 0 \
    tritoncts "built" \
    via_count_of_the_first_global_routing_pass 405 \
    hold_start "data[0][5]" \
    clock_sink_count 24 \
    yosys_warnings 2 \
    finalHoldViolCount 0 \
    synthMostInstantiatedCell "sky130_fd_sc_hd__edfxtp_1" \
    ctsHoldBuffers 0 \
    numCtsBuffers 3 \
    rr_worst_depth 1 \
    timing.critical_path.from "out[4]" \
    timing_max_transition_violations_final 0 \
    syn2layout_area_growth_pct 42.6 \
    cellLeakagePower_nw 0.414 \
    critical_path_buf_inv_count 1 \
    critical_path_depth 1 \
]
## power by group
part | internal, mW | total, mW | switching, mW | leakage (nW)
logic | 0.0553 | 0.0752 | 0.0199 | 0.167
clock network | 0.127 | 0.244 | 0.116 | 0.0216
registers | 0.552 | 0.556 | 0.00463 | 0.225
total | 0.734 | 0.875 | 0.141 | 0.414
## sequential cells by signal, indices dropped and copies added (netlist names)
register	flops
data	16
out	8
## metrics by stage
| step | hold WS, ns | power [mW] | std cells | worst slack, ns | cell area, µm² |
|---|---|---|---|---|---|
| finish | 0.547 | 0.875 | 166 | 0.643 | 1260 |
| global route | 0.558 | 0.924 | 166 | 0.576 | 1260 |
| CTS | 0.551 | 0.891 | 166 | 0.620 | 1260 |
| detailed placement | 0.534 | 0.644 | 163 | 0.406 | 1220 |
| global placement | 0.533 | 0.643 | 163 | 0.416 | 1220 |
| floorplan | 0.519 | 0.591 | 37 | 0.633 | 883 |
## cell families after synthesis
| group | after synthesis |
|---|---|
| buf+inv | 2 |
| mux | 8 |
| flops | 24 |
| simple gates | 2 |
| compound gates | 1 |
## metal layers
layer	vias up	part of all wire (%)	global-route usage [%]
met4	0	0.52	0.508
met2	13	54	3.69
li1	196	-	-
met5	-	0	0
met3	2	11	1.14
met1	180	34	2.06
## cell usage in the layout, fill, tap and decap left out, drive strengths merged
master and instances:
inv 1, clkdlybuf4s50 20, edfxtp 24, clkbuf 3, and4 1, mux2 8
buf 2, o21ai 1, and4bb 1
## final timing paths
check / to / slack, ns
worst max-delay path: out[4] / 0.64
worst min-delay path: out[5] / 0.55
worst max register to register: out[4] / 1.22
worst min register to register: out[5] / 0.55
## final cells by class
cell class / count / share of cell area, %
clock buffer: 3 / 3.28
tap: 105 / 10.4
timing repair buffer: 22 / 17.1
sequential: 24 / 57.2
inverter: 1 / 0.298
multi-input combinational: 11 / 11.7
Power figures rest on the tool's default switching activity, not on a simulated workload.
