**./design.v**
```verilog
`timescale 1ns / 1ps
module bin2View(dispEn, outDisp, inBin, inClk);
    output reg [7:0] outDisp;
    input [13:0] inBin;
    input inClk;
    reg [15:0] bcd;
    output reg [3:0] dispEn;   
    integer i;
    reg [19:0] refreshCounter=20'd0;
    reg [1:0] ledActivatePin;
    always @(inBin) begin
        bcd=0;		 	
        for (i=0;i<14;i=i+1) begin					 
            if (bcd[3:0] >= 5) bcd[3:0] = bcd[3:0] + 3;		 
            if (bcd[7:4] >= 5) bcd[7:4] = bcd[7:4] + 3;
            if (bcd[11:8] >= 5) bcd[11:8] = bcd[11:8] + 3;
            if (bcd[15:12] >= 5) bcd[15:12] = bcd[15:12] + 3;
            bcd = {bcd[14:0],inBin[13-i]};				 
        end
end
    always @(posedge inClk)
    begin 
        refreshCounter <= refreshCounter + 1;
        ledActivatePin <= refreshCounter[19:18];
        case (ledActivatePin)
            2'b00: begin
                dispEn = 4'b1110;
                case(bcd[3:0])    
                    4'b0001: outDisp = 8'b11111001;  
                    4'b0010: outDisp = 8'b10100100;  
                    4'b0011: outDisp = 8'b10110000;  
                    4'b0100: outDisp = 8'b10011001;  
                    4'b0101: outDisp = 8'b10010010;  
                    4'b0110: outDisp = 8'b10000010;  
                    4'b0111: outDisp = 8'b11111000;  
                    4'b1000: outDisp = 8'b10000000;  
                    4'b1001: outDisp = 8'b10010000;  
                    default: outDisp = 8'b11000000;  
            endcase
            end
            2'b01: begin
                dispEn = 4'b1101;
                case(bcd[7:4])    
                    4'b0000: outDisp = 8'b11111111;  
                    4'b0001: outDisp = 8'b11111001;  
                    4'b0010: outDisp = 8'b10100100;  
                    4'b0011: outDisp = 8'b10110000;  
                    4'b0100: outDisp = 8'b10011001;  
                    4'b0101: outDisp = 8'b10010010;  
                    4'b0110: outDisp = 8'b10000010;  
                    4'b0111: outDisp = 8'b11111000;  
                    4'b1000: outDisp = 8'b10000000;  
                    4'b1001: outDisp = 8'b10010000;  
                    4'b0000: outDisp = 8'b11000000;  
                    default: outDisp = 8'b11111111;  
            endcase
            end
            2'b10: begin
                dispEn = 4'b1011;
                case(bcd[11:8])    
                    4'b0001: outDisp = 8'b11111001;  
                    4'b0010: outDisp = 8'b10100100;  
                    4'b0011: outDisp = 8'b10110000;  
                    4'b0100: outDisp = 8'b10011001;  
                    4'b0101: outDisp = 8'b10010010;  
                    4'b0110: outDisp = 8'b10000010;  
                    4'b0111: outDisp = 8'b11111000;  
                    4'b1000: outDisp = 8'b10000000;  
                    4'b1001: outDisp = 8'b10010000;  
                    4'b0000: outDisp = 8'b11000000;  
                    default: outDisp = 8'b11111111;  
            endcase
            end
            2'b11: begin
                dispEn = 4'b0111;
                case(bcd[15:12])    
                    4'b0001: outDisp = 8'b11111001;  
                    4'b0010: outDisp = 8'b10100100;  
                    4'b0011: outDisp = 8'b10110000;  
                    4'b0100: outDisp = 8'b10011001;  
                    4'b0101: outDisp = 8'b10010010;  
                    4'b0110: outDisp = 8'b10000010;  
                    4'b0111: outDisp = 8'b11111000;  
                    4'b1000: outDisp = 8'b10000000;  
                    4'b1001: outDisp = 8'b10010000;  
                    4'b0000: outDisp = 8'b11000000;  
                    default: outDisp = 8'b11111111;  
            endcase
            end
        endcase
    end 
endmodule
```
**./run.sh**
```bash
#!/bin/bash
# OpenROAD 26Q1-2900-gdf79404cd8, Yosys 0.63+post, stock flow scripts
make -C /OpenROAD-flow-scripts/flow DESIGN_CONFIG=/design/flow/config.mk WORK_HOME=/design/flow/orfs finish
```
**./config.mk**
```make
export PLATFORM = sky130hd
export DESIGN_NAME = bin2View
export DESIGN_NICKNAME = bin2View
export VERILOG_FILES = /design/flow/design.v
export SDC_FILE = /design/flow/constraint.sdc
export NUM_CORES = 4
export LEC_CHECK = 1
export CORE_UTILIZATION = 50
```
**./constraint.sdc**
```tcl
current_design bin2View

set clk_period 13.0
set clk_io_pct 0.2

create_clock -name clk0 -period $clk_period [get_ports {inClk}]

set non_clock_inputs [all_inputs -no_clocks]
set_input_delay [expr $clk_period * $clk_io_pct] -clock clk0 $non_clock_inputs
set_output_delay [expr $clk_period * $clk_io_pct] -clock clk0 [all_outputs]
```
==> flow_summary.json <==
{
  "clock-sinks": 33,
  "vias": 6318,
  "synth_cells": 814,
  "grt_pass1_wl_mm": 25.5,
  "yosys.cell_types.count": 106,
  "ys_ff": 33,
  "rsz0062_at_grt": "true",
  "grt_use_met1_pct": 37.1,
  "crit_end": "outDisp[3]$_DFF_P_",
  "die-area_mm2": 0.0124,
  "antennaDiodeCount": 0,
  "layout-drive-gt1-share_pct": 17.5,
  "wl_mm": 14.8,
  "htree_levels": 2,
  "worstMarginPinSlew_ns": 0.705,
  "cpMostUsedCell": "ha_1",
  "dp_slack_ns": -0.125,
  "die_h_um": 111,
  "dpl.cell_count": 979,
  "crit_cells": 55,
  "initCoreUtil_pct": 51.8,
  "rows": 39,
  "antenna_found_initial": 0,
  "max-cap-violations": 0,
  "grt_pass1_vias": 5410,
  "n_fill_cell": 1037,
  "ys_warn_count": 1,
  "die_w_um": 111,
  "area_leaders": "dfxtp_1 (11%), ha_1 (6.9%), nand2_1 (4.6%)",
  "place.gp.congestion": 0.911,
  "post_dp_cell_area_mm2": 0.00650,
  "lay_top_count": "nand2_1",
  "cp.required_ns": 13.14,
  "slew_viol_final": 0,
  "clock_skew_ns": 0.00487,
  "grt_util_met2_pct": 38.5,
  "cp_slowest_cell": "clkdlybuf4s50_1",
  "max_freq_mhz": 81.3,
  "routed_via_density": 6.32,
  "clk_latency_ns": 0.27,
  "synth.avg_cell_area_um2": 7.36,
  "syn2layout_area_growth_pct": 14.8,
  "grt_max_degree": 22,
  "critPathBufInv": 12,
  "worst_slack_ns": 0.700,
  "cts_tree": "yes",
  "grt.met3_usage_pct": 1.39,
  "r2r-start": "refreshCounter[2]$_DFF_P_",
  "yosys.area.top_type_share_pct": 11.0,
  "portBuffers": 25,
  "finalClockPeriodUsage_pct": 94.6,
  "drt_iter0_markers": 476,
  "hold_class": "flip-flop to flip-flop",
  "ys_area_mm2": 0.00599,
  "drt_first_pass_iters": 21,
  "drc_errors": 0,
  "grt_overflow": 0,
  "critical-path-top-delay-family": "AND-OR/OR-AND gates",
  "fin_area_mm2": 0.00688,
  "top_usage_layer": "met2",
  "instances_no_fill": 999,
  "async_flop_share_pct": 0,
  "cp-start-kind": "input port",
  "dp_hpwl_mm": 11.2,
  "reg2reg_to": "refreshCounter[19]$_DFF_P_",
  "hold_violations": 0,
  "ff2ff_path_depth": 7,
  "rrSetupSlack_ns": 11.37,
  "grt_use_total_pct": 24.0,
  "ys_cells": 814,
  "hold_start": "refreshCounter[19]$_DFF_P_",
  "cts-root-buf": "clkbuf_16",
  "ios": 27,
  "outcome": "finished clean",
  "timing.critical_path.to_type": "flip-flop",
  "ys_seq_share_pct": 11.0,
  "worst-path-max-fanout": 11,
  "tool_warnings": 34,
  "final_cell_mix": "nand2_1 (72), nor2_1 (54), a21oi_1 (47)",
  "wl_per_cell_um": 14.8,
  "ant_nets": 0,
  "edf_count": 0,
  "setup_viol": 0,
  "startpoint": "inBin[12]",
  "cts_buffers": 5,
  "worstPathArrival_ns": 12.44,
  "slowest_delay_ns": 0.48,
  "core_mm2": 0.0116,
  "maxSlewHeadroom_pct": 52.5,
  "cts.clk_slew.worst_paths_ns": 0.05,
  "period_minus_slack_ns": 12.30,
  "netlist_area_mm2": 0.00599,
  "cts_buffer_depth": 2,
  "critPathKind": "input port to flip-flop",
  "finalSetupTns_ns": 0,
  "ff_type": "dfxtp_1",
  "synth_area_leader_cell": "dfxtp_1"
}
## layout make-up
cell class,instances,area (um2),share of cell area (%)
Timing Repair Buffer,67,566,8.22
Sequential cell,33,661,9.60
Clock inverter,1,30.0,0.436
Inverter,48,185,2.69
Tap cell,143,179,2.60
Multi-Input combinational cell,700,5120,74.4
Clock buffer,7,143,2.07
## through the flow
step	hold WS, ns	utilization, %
6_report	0.377	59.5
5_1_grt	0.386	59.5
4_1_cts	0.377	57.7
3_5_place_dp	0.355	56.2
3_3_place_gp	0.357	56.2
2_1_floorplan	0.350	-
## sequential cells by signal, summed over array words and instances (netlist names)
signal and cells:
refreshCounter 20, outDisp 7, dispEn 4, ledActivatePin 2
## worst register-to-register path: stages, from the launching register on
cell and delay, ns:
dfxtp_1 0.38, and3_1 0.19, and3_1 0.18, and2_1 0.20, nand4_1 0.17, inv_1 0.15, nand4_1 0.12, xnor2_1 0.14
## cell families after synthesis
kind of cell / share of synthesized area, %
buffers and inverters: 5.58
adders and majority gates: 6.89
and+or+nand+nor: 24.1
xor gates and xnor gates: 6.68
muxes: 5.89
AOI/OAI and AO/OA: 39.8
other: 0.0626
DFF: 11.0
## synth_stat cells (all sizes together) (16+ instances only)
cell    instances
nor2           54
o211ai         21
xnor2          31
a31oi          16
dfxtp          33
a21oi          49
ha             33
o21ai          51
nor3           20
inv            44
nand2          74
nand3          33
mux2i          18
clkbuf         18
## per-layer routing
layer / routed length, um / vias up
met1: 7530 / 2933
li1: - / 3230
met3: 516 / 8
met2: 6670 / 147
met4: 114 / 0
met5: 0 / -
## timing repair
action | in CTS | in global routing
endpoints found under the setup margin | 0 | 7
buffers inserted | 0 | 12
resized | 0 | 33
hold buffers | 0 | 0
hold endpoints to repair | 0 | 0
## worst min path at each step
| stage | to | slack, ns | depth (start not counted) |
|---|---|---|---|
| CTS | ledActivatePin[1]$_DFF_P_ | 0.38 | 0 |
| global route | ledActivatePin[1]$_DFF_P_ | 0.39 | 0 |
| finish | ledActivatePin[1]$_DFF_P_ | 0.38 | 0 |
