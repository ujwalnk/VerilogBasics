File: design/flow/run.sh
#!/bin/bash
# OpenROAD 26Q1-2900-gdf79404cd8, Yosys 0.63+post, stock flow scripts
make -C /OpenROAD-flow-scripts/flow DESIGN_CONFIG=/design/flow/config.mk WORK_HOME=/design/flow/orfs finish
File: design/flow/config.mk
export PLATFORM = sky130hd
export DESIGN_NAME = subtractor
export DESIGN_NICKNAME = subtractor
export VERILOG_FILES = /design/flow/design.v
export SDC_FILE = /design/flow/constraint.sdc
export NUM_CORES = 4
export LEC_CHECK = 1
export CORE_AREA = 10 10 71 71
export DIE_AREA = 0 0 81 81
File: design/flow/constraint.sdc
current_design subtractor

set clk_period 9.0
set clk_io_pct 0.2

create_clock -name clk0 -period $clk_period

set non_clock_inputs [all_inputs -no_clocks]
set_input_delay [expr $clk_period * $clk_io_pct] -clock clk0 $non_clock_inputs
set_output_delay [expr $clk_period * $clk_io_pct] -clock clk0 [all_outputs]
File: design/flow/design.v
`timescale 1ns / 1ps
module subtractor(out, outC, inA, inB);
    output reg [7:0] out;
    output reg outC;
    input [7:0] inA, inB;
    always @ (*)
    begin
        out = inA-inB; 
        outC = inA < inB ? 1 : 0;
        out = outC ? 1 - out - 1: out;
    end
endmodule
==> changes_impl.md <==
## Implementation

- Status: finished clean
- F_max: 158.2 MHz
- Worst Setup EP: out[7]
- Die Span Y: 81 um
- Synth top cells by count: inv_1, nor2_1, ha_1, xnor2_1, a21oi_1
- CP required: 7200 ps
- Max-cap viol count: 0
- # clk buffers: 0
- Die W: 81 um
- Syn. warnings: 1
- Global-route wire length before repair: 2111 um
- Post-route design area: 795.8 um2
- Leakage: 0.0003458 uW
- Arrival @ worst endpoint: 4520 ps
- RSZ-0062 raised after global routing: no
- Final Max Slew Viols: 0
- Iteration count of the initial detailed-routing pass: 4
- Core ar.: 3633 um2
- Antenna violations before repair: 0
- Routed wire per std cell: 8.915 um
- Kind of critical path: in2out
- Grt ovf: 0
- Chip Area, Yosys: 485.5 um2
- # IOs: 25
- Power Density: 89.99 nW/um2
- Synth unique cells: 22
- Stage-log warning count: 32
- XOR Share, Synth: 19.85%
- Post-CTS setup buffer count: 0
- DPL Wire Length: 1205 um
- Max-area cell share: 23.20%
- Simple-Gate Area Share: 14.18%
- GPL Wtd Cong: 0.7130
- # hold bufs at CTS: 0
- IO buf count: 25
- Antenna Cells: 0
- Hold Path Depth: 4
- Final setup vio count: 0
- Drt first-iter violations: 1
- CP startpoint: inB[0]
- CP Launch Type: input pin
- # DRC: 0
- Seq_cells: 0
- WL final: 1257 um
- Post-Synth AOI/OAI Area: 26.29%
- Min Hold Slack: 4662 ps
- Slew margin rel.: 67.43%
- Cycle use final: 70.21%
- Setup ws final: 2681 ps
- Vias: 499
- Total GRT Usage: 3.787%
- Synth top cell by count: inv_1
- Fin. Hold Viols: 0
- Post-DP Area: 795.8 um2
- Die ar.: 6561 um2
- Placement Setup Slack: 2644 ps
- FF+latch area: 0 um2
- Class of the tightest hold or removal check: in2out
- Post-CTS sizing: 0
- Routed Antenna Nets: 0
- Largest net degree at the start of global routing: 9
- Worst Max-Slew Pin Slew: 484.4 ps
- VDD IR max: 0.00002472 V
- Layout cells sized above 1: 3.226%
- Worst-path maximum fanout: 8
- Vias per inst: 3.539
- Worst Setup End Kind: primary output
- Top cells by area, synth: ha_1, xnor2_1, inv_1
- Area Overhead vs Synth: 63.92%
- Fin crit period: 6319 ps
- Mux frac, synth: 2.320%
- Mapped cell area: 485.5 um2
- Yosys cell count: 68
- Top non-seq family: adder cells
- Vias in the first global route: 529
- Post-synthesis cell count: 68
- Largest area contributor in the netlist: ha_1
- Setup TNS Final: 0 ps
- Syn_area_per_cell: 7.139 um2
- Cell Rows: 22
- Adder share: 27.32%
- Synth Seq Share: 0%
- FP Core Util: 13.36%
[final cells by class]
type / instances / area, um2
Tap cell: 48 / 60.06
Timing Repair Buffer: 25 / 250.2
Inverter: 13 / 48.80
Fill cell: 423 / 2838
Multi-Input combinational cell: 55 / 436.7
[cells in the final DEF (no fill, tap or decap), types with 2 or more instances in the layout]
cell	instances
a21oi_1	4
a31oi_1	2
clkdlybuf4s50_1	25
ha_1	9
inv_1	13
nor2_1	10
o21a_1	3
o21ai_0	2
o31ai_1	2
xnor2_1	9
xor2_1	2
[worst min-delay path by stage]
stage	from	to	slack [ps]
CTS	inB[0]	out[0]	4680
global route	inA[0]	out[0]	4710
finish	inB[0]	out[0]	4660
[through the flow]
| stage | power [uW] | std cells | util [%] |
|---|---|---|---|
| floorplan | 35.61 | 68 | - |
| finish | 71.61 | 141 | 21.90 |
| global route | 80.48 | 141 | 21.90 |
| CTS | 73.94 | 141 | 21.90 |
| global placement | 73.57 | 141 | 21.90 |
| detailed placement | 73.69 | 141 | 21.90 |
[worst max-delay path, stage by stage]
cell and delay, ps:
clkdlybuf4s50_1 460, ha_1 160, inv_1 50, fa_1 410, a211oi_2 260, o21ai_1 110, a21o_1 200, a21o_4 250
a31oi_1 190, xnor2_1 140, clkdlybuf4s50_1 490
[kinds of logic (layout without fill, tap and decap cells)]
family	after synthesis	count (layout)
simple gates	15	15
mux	1	1
buf+inv	13	38
fa+ha+maj	10	10
compound gates	18	18
xor+xnor	11	11
[power by group]
group / internal [uW] / switching (uW) / leakage (uW)
sequential: 0 / 0 / 0
clock: 0 / 0 / 0
combinational: 45.8 / 25.8 / 0.000346
[metal layers]
metal | global-route usage, % | part of all wire, % | vias up
met5 | 0 | 0 | -
met4 | 0 | 0 | 0
met3 | 0.6682 | 3.8 | 0
met2 | 7.484 | 53 | 10
met1 | 4.339 | 43 | 210
li1 | - | - | 279
No activity file was given, so power comes from the tool's default toggle rates.
